`/design/flow/run.sh`:
```
#!/bin/bash
# OpenROAD 26Q1-2900-gdf79404cd8, Yosys 0.63+post, stock flow scripts
make -C /OpenROAD-flow-scripts/flow DESIGN_CONFIG=/design/flow/config.mk WORK_HOME=/design/flow/orfs finish
```
`/design/flow/config.mk`:
```
export PLATFORM = sky130hd
export DESIGN_NAME = BPM_Monitor
export DESIGN_NICKNAME = BPM_Monitor
export VERILOG_FILES = /design/flow/design.v
export SDC_FILE = /design/flow/constraint.sdc
export NUM_CORES = 4
export LEC_CHECK = 1
export CORE_AREA = 10 10 70 70
export DIE_AREA = 0 0 80 80
```
`/design/flow/constraint.sdc`:
```
current_design BPM_Monitor

set clk_period 1.0
set clk_io_pct 0.2

create_clock -name clk0 -period $clk_period [get_ports {clk}]

set non_clock_inputs [all_inputs -no_clocks]
set_input_delay [expr $clk_period * $clk_io_pct] -clock clk0 $non_clock_inputs
set_output_delay [expr $clk_period * $clk_io_pct] -clock clk0 [all_outputs]
```
`/design/flow/design.v`:
```
module BPM_Monitor(
    input wire clk,
    input wire reset,
    input wire [7:0] pulse_count,  
    output reg [7:0] bpm,           
    output reg bpm_state            
);
    always @(posedge clk or posedge reset) begin
        if (reset) begin
            bpm <= 0;
            bpm_state <= 0;
        end
        else begin
            bpm <= pulse_count * 6;   
            if (pulse_count < 10 || pulse_count > 17) begin
                bpm_state <= 1;   
            end
            else begin
                bpm_state <= 0;   
            end
        end
    end
endmodule
module fall_detection_system(
    input wire clk,
    input wire reset,
    input wire fall_sensor,
    input wire patient_reset,
    output reg alarm
);
    parameter STABLE_TIME = 5;   
    parameter RECOVERY_TIME = 30;   
    localparam IDLE = 2'b00;
    localparam FALL_DETECTED = 2'b01;
    localparam RECOVERY = 2'b10;
    reg [1:0] state;
    reg [31:0] timer;
    reg [31:0] clock_counter;
    localparam CLOCKS_PER_SECOND = 1000000;
    always @(posedge clk or posedge reset) begin
        if (reset) begin
            state <= IDLE;
            timer <= 0;
            alarm <= 0;
            clock_counter <= 0;
        end else begin
            case (state)
                IDLE: begin
                    if (fall_sensor) begin
                        state <= FALL_DETECTED;
                        timer <= 0;
                    end
                end
                FALL_DETECTED: begin
                    if (!fall_sensor) begin
                        state <= IDLE;
                    end else if (timer == STABLE_TIME - 1) begin
                        state <= RECOVERY;
                        timer <= 0;
                        clock_counter <= 0;
                    end else begin
                        timer <= timer + 1;
                    end
                end
                RECOVERY: begin
                    if (patient_reset) begin
                        state <= IDLE;
                        alarm <= 0;
                    end else if (clock_counter == CLOCKS_PER_SECOND - 1) begin
                        if (timer == RECOVERY_TIME - 1) begin
                            alarm <= 1;
                        end else begin
                            timer <= timer + 1;
                        end
                        clock_counter <= 0;
                    end else begin
                        clock_counter <= clock_counter + 1;
                    end
                end
            endcase
        end
    end
endmodule
module Temperature_Monitor(
    input wire [7:0] temperature,
    output wire temp_high,
    output wire temp_state,
    output wire temp_low
);
assign temp_high = (temperature < 8'd97 || temperature > 8'd100) ? 1'b1 : 1'b0;
assign temp_state = (temperature > 8'd100) ? 1'b1 : 1'b0;
assign temp_low = (temperature < 8'd90) ? 1'b1 : 1'b0;
endmodule
module Medicine_Reminder(
    input wire clk,
    input wire reset,
    output reg medicine_reminder
);
reg [11:0] counter;  
reg [3:0] medicine_counter;  
reg [23:0] reminder_timer;  
parameter CYCLES_PER_10_MINUTES = 600;  
parameter CYCLES_FOR_10_SECONDS = 100;   
always @(posedge clk or posedge reset) begin
    if (reset) begin
        counter <= 12'b0;
        medicine_counter <= 4'b0;
        medicine_reminder <= 1'b0;
        reminder_timer <= 24'b0;
    end else begin
        if (counter == CYCLES_PER_10_MINUTES) begin
            counter <= 12'b0;  
            if (medicine_counter < 4'd3) begin  
                medicine_reminder <= 1'b1;  
                medicine_counter <= medicine_counter + 1'b1;  
                reminder_timer <= 24'b0;  
            end else begin
                medicine_reminder <= 1'b0;  
            end
        end else begin
            counter <= counter + 1'b1;  
            if (medicine_reminder) begin
                if (reminder_timer < CYCLES_FOR_10_SECONDS) begin
                    reminder_timer <= reminder_timer + 1'b1;  
                end else begin
                    medicine_reminder <= 1'b0;  
                end
            end
        end
    end
end
endmodule
```
==> flow_metrics.tcl <==
# flow metrics
set metrics [dict create \
    setup_tns_ns -0.03429 \
    maxCapViolations 0 \
    overflow 0 \
    final_area_sq_um 984.7 \
    ys_chip_area_sq_um 560.5 \
    ioPinCount 19 \
    hold_buffers 0 \
    layout_setup_ws_ns -0.02023 \
    die_h_um 80 \
    num-fill-cells 366 \
    cp.arrival_ns 1.14 \
    ys_seq_frac 0.3571 \
    drive_gt1_frac 0.5114 \
    num_rows 21 \
    internal_power_uw 712.6 \
    synth.cellmix.simpleShare 0.01786 \
    dr.pass1.iters 2 \
    max_freq_mhz 980.2 \
    place_congestion 0.7792 \
    slew_viol_final 0 \
    crit_chain "buf_8, ha_4, inv_2, fa_2, o21ai_2, a21oi_2, xnor2_1" \
    wirelength_mm 1.162 \
    layout.area.comb_sq_um 394.1 \
    core_sq_mm 0.003416 \
    ys_sh_aoi 0.1429 \
    yosys_cells 54 \
    p_per_area_mw_per_mm2 955.1 \
    topCombFamilyByArea "adder cells" \
    switching_share 0.2422 \
    vias 448 \
    seqCellArea_sq_um 200.2 \
    fp_util 0.1641 \
    start_kind "input port" \
    grt_antenna_before_repair 0 \
    clock_path_buffers 2 \
    yosysWarnings 1 \
    clockPowerShare 0.234 \
    hold_violations 0 \
    portBuffers 17 \
    final.min_clock_period_ns 1.020 \
    ant_nets 0 \
    violations "negative setup slack" \
    run_status "finished, violations left" \
    netlist_instances 54 \
    synth-xor-area-share 0.07813 \
    fp.dieW_um 80 \
    drc 0 \
    clkTransAtPathRegs_ns 0.04 \
    slowest_stage "fa_2" \
    cts_buffers 3 \
    grt.total_usage 0.03406 \
    whs_ns 0.1856 \
    hpwl_mm 1.052 \
    grt_max_degree 9 \
    antennaDiodeCount 0 \
    viasPerCell 3.343 \
    crit_required_ns 1.12 \
    post-cts-setup-buffer-count 0 \
    cts_tree "yes" \
    critical_path.max_stage_delay_ns 0.37 \
    synth_area_sq_um 560.5 \
    min_path_type "in2async" \
    post-route-util 0.2883 \
    ir_worst_vdd_mv 0.2161 \
    path_max_fanout 4 \
    p_leak_nw 0.4586 \
    critical_path_class "in2reg" \
    root_buffer "clkbuf_4" \
    cp-end-kind "flop" \
    syn2layout_area_growth_pct 75.67 \
    pre_cts_ws_ns -0.8519 \
    synth_cell_types 17 \
    instances_no_fill 134 \
    finalCritPeriodShare 1.020 \
    place_area_sq_um 928.4 \
    grt_setup_unrepaired "true" \
    synth.ff_latch_count 8 \
    p_switching_uw 227.8 \
    mux_area_frac 0 \
    dp_cells 131 \
    setup_viol 2 \
    seq_power_share 0.404 \
    avgSynthCellArea_sq_um 10.38 \
    synthAdderAreaFrac 0.3036 \
    grt_pass1_wl_mm 1.835 \
    warnings 35 \
    dieArea_sq_mm 0.006400 \
    wl_per_cell_um 8.672 \
    drtIter0Drc 1 \
    p_total_uw 940.5 \
    pwr-share-comb 0.361 \
    cts.sinks 8 \
    htree_levels 1 \
    first_global_vias 473 \
]
## state kept, by name, summed over array words and instances, names as in the netlist
signal / count
bpm_state: 1
bpm: 7
## worst max-delay path: cells and delay by family
kind | cells | cell delay [ns]
AND-OR/OR-AND | 2 | 0.21
XOR/XNOR | 1 | 0.12
buffers and inverters | 2 | 0.12
adder cells (fa/ha/maj) | 2 | 0.49
## path summary, 6_finish.rpt
path	depth (start not counted)	to	start
min	2	bpm_state	reset
max in group asynchronous	2	bpm[1]	reset
min in group clk0	2	bpm[1]	pulse_count[0]
max	7	bpm[6]	pulse_count[1]
## area by class of cell
cell class | instances | area share
repair buffers | 32 | 0.2656
clock buffers | 3 | 0.02287
flip-flops and latches | 8 | 0.2033
inverters | 12 | 0.04956
multi-input cells | 33 | 0.4003
well taps | 46 | 0.05845
## cell usage in the layout, fill, tap and decap left out, types with 2 or more instances in the layout
cell type | netlist | final
dfrtp_1 | 8 | 8
inv_2 | 0 | 3
clkdlybuf4s15_1 | 0 | 3
ha_4 | 0 | 5
clkbuf_4 | 0 | 3
buf_8 | 0 | 2
inv_1 | 12 | 8
buf_4 | 1 | 14
buf_6 | 0 | 2
xnor2_1 | 4 | 4
ha_1 | 12 | 7
clkdlybuf4s50_1 | 0 | 3
a21oi_2 | 1 | 3
o21ai_2 | 0 | 2
clkbuf_2 | 0 | 6
## power groups by stage
stage     sequential (mW)  combinational [mW]  clock, mW
4_1_cts             0.381               0.340      0.235
5_1_grt             0.386               0.381      0.246
6_report            0.380               0.340      0.221
## routing by layer
layer	track usage	wire (um)
met5	0	0
met4	0.008803	0
met3	0.01477	131
met2	0.05297	500
met1	0.04212	530
## repair_timing
action                     CTS  global route
pin swaps                   11             9
setup endpoints to repair   15             8
resized                     48            14
## synth_stat cells
library cell | count | share of area
a211oi_2 | 1 | 0.022
a21o_1 | 1 | 0.013
a21oi_1 | 3 | 0.027
a21oi_2 | 1 | 0.016
a311oi_1 | 1 | 0.016
and3_1 | 1 | 0.011
buf_4 | 1 | 0.013
conb_1 | 1 | 0.0067
dfrtp_1 | 8 | 0.36
fa_1 | 1 | 0.036
ha_1 | 12 | 0.27
inv_1 | 12 | 0.080
nand2_1 | 1 | 0.0067
o21ai_0 | 4 | 0.036
o21bai_1 | 1 | 0.013
xnor2_1 | 4 | 0.062
xor2_1 | 1 | 0.016
## kinds of logic (layout without fill, tap and decap cells)
logic type,Yosys count,after routing
compound gates,12,12
xor+xnor,5,5
fa+ha+maj,13,13
buf+inv,13,47
flops,8,8
other cells,1,1
simple gates,2,2
No activity file was given, so power comes from the tool's default toggle rates.
